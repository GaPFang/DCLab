==> ./design.v <==
module Motor_Control (
    input i_Clk,
    input i_rst_n,
    input i_en,
    input i_direction,
    input [31:0] i_total_steps,
    output o_step_control,
    output o_direction,
    output o_done
);
localparam TOTAL_CYCLE = 20000; 
localparam HIGH_CYCLE = 10000; 
localparam LOW_CYCLE = TOTAL_CYCLE - HIGH_CYCLE;
logic direction_r, direction_w;
logic [19:0] cnt_r, cnt_w;
logic [31:0] total_cnt_r, total_cnt_w;
logic en_r, en_w;
logic [31:0] total_steps_r, total_steps_w; 
logic step_control_r, step_control_w;
logic done_r, done_w;
assign o_direction = direction_r;
assign o_step_control = step_control_r;
assign o_done = done_r;
typedef enum logic [2:0] {
    S_IDLE     = 3'b000,
    S_ROTATE_HIGH = 3'b001,
    S_ROTATE_LOW = 3'b010,
    S_DONE =3'b011
} state_t;
state_t state_r, state_w;
always_comb begin
    state_w = state_r;
    case(state_r)
        S_IDLE: begin
            if (i_en) begin
                state_w = S_ROTATE_HIGH;
            end
        end
        S_ROTATE_HIGH: begin
            if (cnt_r >= HIGH_CYCLE) begin
                state_w = S_ROTATE_LOW;
            end
        end
        S_ROTATE_LOW: begin
            if ((cnt_r >= LOW_CYCLE) && (total_cnt_r < total_steps_r)) begin
                state_w = S_ROTATE_HIGH;
            end
            else if ((cnt_r >= LOW_CYCLE) && (total_cnt_r >= total_steps_r)) begin
                state_w = S_DONE;
            end
        end
        S_DONE: begin
            state_w = S_IDLE;
        end
    endcase
end
always_comb begin
    direction_w = direction_r;
    cnt_w = cnt_r;
    total_cnt_w = total_cnt_r;
    total_steps_w = total_steps_r;
    done_w = 0;
    step_control_w = 0;
    case(state_r)
        S_IDLE: begin
            cnt_w = 0;
            total_cnt_w = 0;
            total_steps_w = i_total_steps;
            direction_w = i_direction;
        end
        S_ROTATE_HIGH: begin
            if (cnt_r < HIGH_CYCLE) begin
                step_control_w = 1;
                cnt_w = cnt_r + 1;
            end
            else begin
                step_control_w = 0;
                cnt_w = 0;
            end
        end
        S_ROTATE_LOW: begin
            if (cnt_r < LOW_CYCLE) begin
                step_control_w = 0;
                cnt_w = cnt_r + 1;
            end
            else begin
                cnt_w = 0;
                total_cnt_w = total_cnt_r + 1;
            end
            if (total_cnt_r >= total_steps_r) begin
                done_w = 0;
            end
        end
        S_DONE: begin
            done_w = 1;
            cnt_w = 0;
        end
    endcase
end
always_ff @(posedge i_Clk or negedge i_rst_n) begin
    if (~i_rst_n) begin
        state_r <= S_IDLE;
        cnt_r <= 20'b0;
        direction_r <= 0;
        total_cnt_r <= 0;
        total_steps_r <= 0;
        step_control_r <= 0;
        done_r <= 0;
    end
    else begin
        state_r <= state_w;
        cnt_r <= cnt_w;
        direction_r <= direction_w;
        total_steps_r <= total_steps_w;
        step_control_r <= step_control_w;
        done_r <= done_w;
        total_cnt_r <= total_cnt_w;
    end
end
endmodule
==> ./run.sh <==
#!/bin/bash
# OpenROAD 26Q1-2900-gdf79404cd8, Yosys 0.63+post, stock flow scripts
make -C /OpenROAD-flow-scripts/flow DESIGN_CONFIG=/design/flow/config.mk WORK_HOME=/design/flow/orfs finish
==> ./config.mk <==
export PLATFORM = sky130hd
export DESIGN_NAME = Motor_Control
export DESIGN_NICKNAME = Motor_Control
export VERILOG_FILES = /design/flow/design.v
export SDC_FILE = /design/flow/constraint.sdc
export NUM_CORES = 4
export LEC_CHECK = 1
export CORE_UTILIZATION = 50
==> ./constraint.sdc <==
current_design Motor_Control

set clk_period 4.2
set clk_io_pct 0.2

create_clock -name clk0 -period $clk_period [get_ports {i_Clk}]

set non_clock_inputs [all_inputs -no_clocks]
set_input_delay [expr $clk_period * $clk_io_pct] -clock clk0 $non_clock_inputs
set_output_delay [expr $clk_period * $clk_io_pct] -clock clk0 [all_outputs]
==> impl_metrics.yaml <==
# yosys + openroad results
clock_tree:
  cts_tree: "done"
  cts_made_buffers: 9
  clock_latency_ns: 0.35
  ctsHoldBuffers: 0
  clkSlewWorstSetupHoldPaths_ns: 0.09
  post_cts_buffers: 0
  clkSinkCount: 91
  clockRootBuffer: "clkbuf_8"
  clock_path_buffers: 2
  post_cts_resize_count: 0
  h-tree-depth: 3
die:
  fp.dieH_um: 101
  row_count: 35
  fp_util_pct: 52.5
  pin_count: 39
  dieWidth_um: 101
  die_area_um2: 10300
  core-area_um2: 9420
global_route:
  antenna_found_initial: 0
  grt_start_max_net_pins: 47
  first_global_vias: 3739
  gr-total-overflow: 0
  grt_pass1_wl_um: 17500
  grt_use_total_pct: 22.1
finish:
  nFillCells: 822
  fin_util_pct: 59.8
  area_growth_pct: 13.8
  lay_top_count: "dfrtp_1"
  drive_gt1_share_pct: 5.66
  final_cells: 712
  final_cell_mix: "dfrtp_1, nand2_1, o21ai_0"
  design_area_um2: 5630
setup_path:
  crit_type: "reg2reg"
  cp_data_arrival_time_ns: 2.78
  critPathRequiredTime_ns: 4.41
  crit_fanout: 13
  cp-start-kind: "flip-flop"
  endpoint_kind: "flip-flop"
power:
  ir_worst_vdd_uv: 120
  power_density_nw_per_um2: 260
  p_leak_nw: 2.58
logic_synthesis:
  syn_area_um2: 4940
  synth_chip_area_um2: 4940
  yosysSeqAreaShare_pct: 46.1
  postSynthCellCount: 542
  asyncSetResetFlopFracSynth_pct: 100
  ys.flops: 91
  synth.top_cell.area_share_pct: 45.6
  yosysCellCount: 542
  avgSynthCellArea_um2: 9.12
  synth.area.top_cells: "dfrtp_1, ha_1, o21ai_0, nand2_1, a21oi_1"
  yosys_warnings: 1
  ff_type: "dfrtp_1"
  largest_area_cell: "dfrtp_1"
  yosysUniqueCellTypes: 51
  synth-edff-count: 0
timing:
  min_period_over_period_pct: 61.3
  hold_violations: 0
  max_freq_mhz: 389
  max_slew_margin_pct: 40.0
  slew_viol_final: 0
  setup_viol_count_final: 0
  fin_crit_ns: 2.57
  worst_pin_slew_ns: 0.897
  fin_worst_skew_ns: 0.00973
  fin_hold_ws_ns: 0.475
  rsz0062_at_grt: "false"
  setup_tns_ns: 0
placement:
  gp_congestion: 0.846
  portBuffers: 38
  place_area_um2: 5460
  place_inst: 696
  post-dp-hpwl_um: 7070
run:
  drv_cap: 0
  openroad.warnings: 28
detailed_routing:
  dr.pass1.iters: 4
  avgViaCountPerCell: 5.52
  ant_nets: 0
  drtIter0Drc: 93
  drt-total-wl_um: 10100
  vias: 3933
  diodes: 0
  post_drt_wl_per_cell_um: 14.2
  post-route-drc-count: 0
outcome:
  status: "finished, final reports clean"
hold_path:
  min_path_type: "in2async"
## path summary, 6_finish.rpt
| kind | cells past startpoint | slack (ns) | startpoint | endpoint |
|---|---|---|---|---|
| worst max-delay path | 6 | 1.63 | cnt_r[8] | cnt_r[17] |
| worst min-delay path | 1 | 0.48 | i_rst_n | total_steps_r[26] |
| worst max register to register | 6 | 1.63 | cnt_r[8] | cnt_r[17] |
| worst min register to register | 0 | 0.48 | state_r[3] | done_r |
| max in group asynchronous | 2 | 2.69 | i_rst_n | cnt_r[17] |
| min in group clk0 | 0 | 0.48 | state_r[3] | done_r |
## synthesized netlist by cell type (3+ instances only)
cell type  number
a22o_1          3
a211oi_1        3
xor2_1          6
or4_1           8
a31oi_1         7
or2_2           4
ha_1           34
nor4_1          9
nor2_1         26
a21oi_1        45
and3_1          7
xnor2_1         5
buf_2           3
o21ai_0        59
a21o_1          7
or3_1          18
nand2_1        65
clkbuf_1       16
nor3_1          5
dfrtp_1        90
nand3_1        13
mux2i_1         3
inv_1          43
o31ai_1         9
nand4_1        18
nand2b_1        3
and4_1          3
## per-stage QoR
stage / setup WS, ns / power [mW]
finish: 1.63 / 1.46
global route: 1.39 / 1.53
CTS: 1.59 / 1.48
detailed placement: 1.63 / 0.944
global placement: 1.71 / 0.944
floorplan: 2.08 / 0.893
## layout make-up
class / count / area (um^2) / area share [%]
repair buffers: 45 / 430 / 7.65
inverters: 43 / 161 / 2.87
clock buffers: 11 / 131 / 2.33
multi-input cells: 388 / 2420 / 43.1
clock inverters: 5 / 38.8 / 0.689
flip-flops and latches: 91 / 2280 / 40.5
well taps: 129 / 161 / 2.87
## registers in the layout, summed over array words and instances, names as in the netlist, named ones only
| register | flops |
|---|---|
| state_r | 3 |
| direction_r | 1 |
| step_control_r | 1 |
| cnt_r | 20 |
| total_steps_r | 32 |
| total_cnt_r | 32 |
| done_r | 1 |
## routing by layer
metal  track usage [%]  up-vias  part of all wire, %
li1                  -     2027                    -
met1              34.9     1833                   49
met2              35.4       64                   46
met3              3.01        9                  3.7
met4              2.23        0                 0.97
met5                 0        -                    0
## report_power, final
| part | total, mW | switching [mW] | internal [mW] | leakage, nW |
|---|---|---|---|---|
| clock network | 0.538 | 0.318 | 0.219 | 0.0839 |
| logic | 0.0500 | 0.0215 | 0.0285 | 1.39 |
| registers | 0.875 | 0 | 0.875 | 1.11 |
| total | 1.46 | 0.340 | 1.12 | 2.58 |
## critical path, cell delays in order (launching register included)
cell     delay [ns]
dfrtp_1        0.45
nand3_2        0.15
nor4b_2        0.77
nor3_1         0.14
buf_4          0.22
nor2_1         0.59
nor2_1         0.11
## cells by family after synthesis
kind of cell / count (synthesis) / synth area share, %
xor gates and xnor gates: 11 / 1.95
and+or+nand+nor: 190 / 19.9
adders and majority gates: 34 / 8.61
DFF: 91 / 46.1
buffers and inverters: 63 / 4.86
muxes: 5 / 1.06
AOI/OAI and AO/OA: 148 / 17.6
Power is estimated from default activity; no workload was simulated.
