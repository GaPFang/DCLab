==> flow/design.v <==
module Top_Control(
    input i_Clk,
    input i_rst_n,
    input i_start,
    input i_read_VGA_done,
    input i_move_en,
    input i_alg_done,
    input [0:1][1:0] i_end_block,
    input [3:0] i_end_block_number,
    input i_bm_done,
    input [0:3][0:3][3:0] i_klotski,
    output [3:0][3:0][3:0] o_klotski,
    output reg o_read_vga_start,
    output o_start_alg,
    output o_algo_continue,
    output reg o_bm_en,
    output o_done,
    output logic [3:0] o_tmp,
    output [2:0] o_state
);
logic [3:0][3:0][3:0] klotski_r, klotski_w;
logic done_r, done_w;
logic start_alg_r, start_alg_w;
logic started_r, started_w;
logic algo_continue_r, algo_continue_w;
assign o_klotski = klotski_r;
assign o_start_alg = start_alg_r;
assign o_done = done_r;
assign o_algo_continue = algo_continue_r;
assign o_state = state_r;
typedef enum logic [2:0] {
    S_IDLE,
    S_VGA,
    S_ALGO,
    S_MOTOR,
    S_DONE
} state_t;
state_t state_r, state_w;
always_comb begin
    state_w = state_r;
    started_w = started_r;
    done_w = 0;
    start_alg_w = 0;
    algo_continue_w = 0;
    o_read_vga_start = 0;
    o_bm_en = 0;
    klotski_w = klotski_r;
    o_tmp = i_klotski[i_end_block[0]][i_end_block[1]];
    case (state_r)
        S_IDLE: begin
            if (i_start) begin
                state_w = S_VGA;
                started_w = 0;
                o_read_vga_start = 1;
            end
        end
        S_VGA: begin
            if (i_read_VGA_done) begin
                state_w = S_ALGO;
                started_w = 1;
                if (started_r == 0) begin
                    klotski_w = i_klotski;
                    start_alg_w = 1;
                end
                if (started_r == 1 & i_klotski[i_end_block[0]][i_end_block[1]] != i_end_block_number) begin
                    state_w = S_MOTOR;
                    o_bm_en = 1;
                    algo_continue_w = 0;
                end else begin
                    algo_continue_w = 1;
                end
            end
        end
        S_ALGO: begin
            if (i_move_en) begin
                state_w = S_MOTOR;
                o_bm_en = 1;
            end
            if (i_alg_done) begin
                state_w = S_DONE;
            end
        end
        S_MOTOR: begin
            if (i_bm_done) begin
                state_w = S_VGA;
                o_read_vga_start = 1;
            end
        end
        S_DONE: begin
            state_w = S_IDLE;
            done_w = 1;
        end
    endcase
end
always_ff @(posedge i_Clk or negedge i_rst_n) begin
    if (~i_rst_n) begin
        done_r <= 0;
        start_alg_r <= 0;
        state_r <= S_IDLE;
        klotski_r <= 0;
        started_r <= 0;
        algo_continue_r <= 0;
    end
    else begin
        done_r <= done_w;
        start_alg_r <= start_alg_w;
        state_r <= state_w;
        klotski_r <= klotski_w;
        started_r <= started_w;
        algo_continue_r <= algo_continue_w;
    end
end
endmodule
==> flow/run.sh <==
#!/bin/bash
# OpenROAD 26Q1-2900-gdf79404cd8, Yosys 0.63+post, stock flow scripts
make -C /OpenROAD-flow-scripts/flow DESIGN_CONFIG=/design/flow/config.mk WORK_HOME=/design/flow/orfs finish
==> flow/config.mk <==
export PLATFORM = sky130hd
export DESIGN_NAME = Top_Control
export DESIGN_NICKNAME = Top_Control
export VERILOG_FILES = /design/flow/design.v
export SDC_FILE = /design/flow/constraint.sdc
export NUM_CORES = 4
export LEC_CHECK = 1
export CORE_UTILIZATION = 30
==> flow/constraint.sdc <==
current_design Top_Control

set clk_period 5.2
set clk_io_pct 0.2

create_clock -name clk0 -period $clk_period [get_ports {i_Clk}]

set non_clock_inputs [all_inputs -no_clocks]
set_input_delay [expr $clk_period * $clk_io_pct] -clock clk0 $non_clock_inputs
set_output_delay [expr $clk_period * $clk_io_pct] -clock clk0 [all_outputs]
==> Slide: Implementation Results <==
Synthesis and Place & Route Summary

Finish
  – Share of layout cells above drive strength 1: 13.8%
  – Cell area after layout: 5240 um^2
  – Highest-count logic cell in the final layout: clkdlybuf4s50_1
  – Filler Cells Inserted: between 900 and 1000
  – Core Util, Final: around 48%
  – Commonest non-fill, non-tap cells in the layout: clkdlybuf4s50_1, dfrtp_1, mux2_1
  – Layout area overhead: 56.2%

Setup path
  – Reg-to-reg startpoint: state_r[1]$_DFFE_PN0P_
  – Critical Path Source: i_end_block[1]
  – WS Path Type: in -> out
  – CP endpoint: o_bm_en
  – Critical path arrival: 3.63 ns
  – Worst Path Required: 4.16 ns
  – Crit. End Element: output port
  – Worst r2r path cells: 7
  – R2r setup slk: 2.73 ns
  – Critical Path Start Type: input pin
  – Crit Path Max Fanout: 8
  – Worst reg2reg endpoint: klotski_r[18]$_DFFE_PN0P_

Final timing
  – Final worst path period share: 89.8%
  – RSZ-0062 raised after global routing: no
  – Setup TNS: 0 ns
  – Clk_skew: between 0.01 and 0.015 ns
  – Worst slew margin: between 60% and 70%
  – Final max-slew violation count: 0
  – Number of setup violations in the final report: 0
  – Min Tclk post-route: 4.67 ns
  – Worst-Margin Slew: 0.488 ns
  – Final Hold Viols: 0
  – Fmax: between 0.2 and 0.25 GHz

Worst hold path
  – Hold/Removal Path Class: reg -> reg
  – Hold depth: 1

Synthesis
  – Yosys Instances: 236
  – EDFF count, synth: 0
  – Area reported by Yosys stat: 3350 um^2
  – Async SR Flop Fraction: 100%
  – Ys flop type: dfrtp_1
  – Seq share, synth: 53.0%
  – Syn Inst Count: 236
  – Seq cells post-synth: 71
  – Yosys Warn Count: 1
  – Cell Type Count: 36
  – Netlist Area Pre-Place: 3350 um^2
  – Mean Syn Cell Area: between 10 and 15 um^2

Route
  – Via count: between 2000 and 2500
  – Detail-routed net length per standard cell: 16.3 um
  – Vias/cell: roughly 4.6
  – TritonRoute pass-1 iters: 4
  – Final antenna diode count: 0
  – Post-route ant nets: 0
  – Iteration-0 DRC count of the detailed router: between 70 and 80
  – DRC: 0
  – Post-Route WL: just under 9 mm

Power
  – Switching pwr: 0.591 mW
  – Maximum VDD drop: 0.201 mV
  – Leak: 2.13 nW
  – Total Power: around 2.4 mW
  – Seq pwr share: 41.2%
  – PD cells: 452 nW/um^2
  – Clk pwr share: 16.9%
  – Int Pwr: 1.78 mW
  – Net Sw Frac: around 25%
  – Comb power frac: 41.9%

GRT
  – Initial antenna violation count: 0
  – Vias in the first global route: approximately 2500
  – GRT Util Overall: around 16%
  – Congestion Overflow GR: 0
  – First-pass GRT wire length: 13.7 mm
  – Largest net degree at the start of global routing: 38

Outcome
  – Status: complete, no violations

CTS
  – Clock buffer depth: 2
  – H-tree Lvls: 3
  – Clk slew on worst S/H paths: ~0.07 ns
  – CTS tree: built
  – Clock latency (worst-skew pair): 0.34 ns
  – CTS Buf Count: 9
  – Post-CTS setup repair buffer count: 0
  – Clock root buffer: clkbuf_8
  – Sink Count: 71
  – Hold buffer count at CTS: 0
  – Post-CTS Resized: 0

Floorplan
  – Chip area: 11600 um^2
  – Die height: about 110 um
  – Init Core Util: between 30% and 40%
  – Io pins: 155
  – Core area: roughly 11000 um^2
  – Die width: 108 um
  – Std cell rows: 38

Flow run
  – Log Warnings: 25
  – Number of max-cap violations: 0

Place
  – Placed Area: between 5000 and 6000 um^2
  – Buffers added on ports: 154
  – Final GP Congestion: 0.778
  – Final HPWL DP: 6.77 mm
-- synth_stat cells, types with 3 or more instances --
library cell	count	area [um^2]
mux2i_1	14	140
nor2_1	10	37.5
o21ai_0	3	15.0
mux2_2	19	214
a21oi_1	5	25.0
xor2_1	4	35.0
nand3b_1	4	30.0
dfrtp_1	71	1780
mux2_1	46	518
nor2b_1	3	18.8
nand3_1	5	25.0
nand2_1	5	18.8
buf_2	9	45.0
mux4_2	9	203
-- sequential cells by signal, indices dropped and copies added (netlist names) --
signal / cells
done_r: 1
state_r: 3
started_r: 1
algo_continue_r: 1
start_alg_r: 1
klotski_r: 64
-- cell families after synthesis --
kind of cell	share of synthesized area [%]
xor gates and xnor gates	1.31
and+or+nand+nor	5.78
muxes	34.3
DFF	53.0
AOI/OAI and AO/OA	3.54
buffers and inverters	2.13
-- critical path, cell delays in order --
cell and delay, ns:
clkdlybuf4s50_1 0.73, mux4_2 0.56, mux2i_1 0.24, mux2i_4 0.11, xor2_1 0.22, nor3_1 0.07, a21oi_1 0.16, clkdlybuf4s50_1 0.49
-- power groups by stage --
| stage | combinational, mW | sequential, mW | clock [mW] |
|---|---|---|---|
| 6_report | 0.993 | 0.977 | 0.399 |
| 5_1_grt | 1.10 | 1.02 | 0.441 |
| 4_1_cts | 1.02 | 0.981 | 0.418 |
-- final cells by class --
class                           instances  area, um^2  share of cell area [%]
Sequential cell                        71        1780                    33.9
Clock buffer                           13         159                    3.03
Clock inverter                          3        17.5                   0.334
Tap cell                              140         175                    3.34
Multi-Input combinational cell        151        1510                    28.9
Timing Repair Buffer                  162        1600                    30.5
-- per-stage QoR --
step | hold slack (ns) | instances | setup WS, ns
after floorplan | 0.433 | 236 | 1.68
after global placement | 0.466 | 524 | 0.485
after detailed placement | 0.474 | 524 | 0.454
after CTS | 0.489 | 540 | 0.444
after global routing | 0.501 | 540 | 0.291
final | 0.483 | 540 | 0.532
-- how the worst min path moves through the flow --
stage                                     start                         to  slack, ns
after CTS              klotski_r[0]$_DFFE_PN0P_   klotski_r[0]$_DFFE_PN0P_       0.49
after global routing  klotski_r[59]$_DFFE_PN0P_  klotski_r[59]$_DFFE_PN0P_       0.50
final                 klotski_r[46]$_DFFE_PN0P_  klotski_r[46]$_DFFE_PN0P_       0.48
-- per-layer routing --
layer  up-vias  track usage (%)  wire [um]
li1       1190                -          -
met1      1199             24.6       3930
met2        89             24.5       4090
met3        11             3.95        656
met4         0             1.96        130
met5         -                0          0
Power is estimated from default activity; no workload was simulated.
